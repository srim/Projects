<file path="flow/run.sh">
#!/bin/bash
# OpenROAD 26Q1-2900-gdf79404cd8, Yosys 0.63+post, stock flow scripts
make -C /OpenROAD-flow-scripts/flow DESIGN_CONFIG=/design/flow/config.mk WORK_HOME=/design/flow/orfs finish
</file>
<file path="flow/config.mk">
export PLATFORM = sky130hd
export DESIGN_NAME = LinkC
export DESIGN_NICKNAME = LinkC
export VERILOG_FILES = /design/flow/design.v
export SDC_FILE = /design/flow/constraint.sdc
export NUM_CORES = 4
export LEC_CHECK = 1
export CORE_UTILIZATION = 40
export SYNTH_MEMORY_MAX_BITS = 65536
</file>
<file path="flow/constraint.sdc">
current_design LinkC

set clk_period 86.4
set clk_io_pct 0.2

create_clock -name clk0 -period $clk_period [get_ports {clk}]

set non_clock_inputs [all_inputs -no_clocks]
set_input_delay [expr $clk_period * $clk_io_pct] -clock clk0 $non_clock_inputs
set_output_delay [expr $clk_period * $clk_io_pct] -clock clk0 [all_outputs]
</file>
<file path="flow/design.v">
module LinkC(
	clk,
	rst,
	data_in,
	data_in_valid,
	data_out,
	data_out_valid,
	BP,		 
	BPo, 	 
	M_WE_SBuf,
	M_SData,
	M_SBuf_FULL,
	M_RData,
	M_RE_RBuf,
	M_RData_valid,
	S_WE_SBuf,
	S_SData,
	S_SBuf_FULL,
	S_RData,
	S_RE_RBuf,
	S_RData_valid	
);
input clk;
input rst;
input	[(2<<2)+3+5+48+32-1:0] data_in;
input	data_in_valid;
output	[(2<<2)+3+5+48+32-1:0] data_out;
output	data_out_valid;
reg		[(2<<2)+3+5+48+32-1:0] data_out;
reg		data_out_valid;
output 	BP;
input	BPo;
wire	[(2<<2)+3+5+48+32-1:0] M_SData_out;
wire	M_SData_out_valid;
reg		M_RE_SBuf,next_M_RE_SBuf;
reg		[(2<<2)+3+5+48+32-1:0] M_RData_in, next_M_RData_in;
reg		M_WE_RBuf,next_M_WE_RBuf;
wire	M_RBuf_FULL;
input	M_WE_SBuf;	 
input	[(2<<2)+3+5+48+32-1:0] M_SData;
wire	NM_SBuf_FULL;
output	M_SBuf_FULL;
assign 	M_SBuf_FULL =!NM_SBuf_FULL;
output	[(2<<2)+3+5+48+32-1:0] M_RData;
input	M_RE_RBuf;
output	M_RData_valid;
wire	[(2<<2)+3+5+48+32-1:0] S_SData_out;
wire	S_SData_out_valid;
reg		S_RE_SBuf,next_S_RE_SBuf;
reg		[(2<<2)+3+5+48+32-1:0] S_RData_in, next_S_RData_in;
reg		S_WE_RBuf,next_S_WE_RBuf;
wire	S_RBuf_FULL;
input	S_WE_SBuf;
input	[(2<<2)+3+5+48+32-1:0] S_SData;
wire	NS_SBuf_FULL;
output	S_SBuf_FULL;
assign 	S_SBuf_FULL =!NS_SBuf_FULL;
output	[(2<<2)+3+5+48+32-1:0] S_RData;
input	S_RE_RBuf;
output	S_RData_valid;
reg		[(2<<2)+3+5+48+32-1:0] SData_REG, next_SData_REG;
reg		WE_SBuf, next_WE_SBuf;
wire	N_SBuf_FULL;
wire	[(2<<2)+3+5+48+32-1:0] RData;
wire	RData_valid;
reg		RE_RBuf, next_RE_RBuf;
wire	[(2<<2)+3+5+48+32-1:0] temp_data_out;
wire	temp_data_out_valid;
wire NBP;
assign BP= !NBP;
basic_fifo #((2<<2)+3+5+48+32,2) MNI_s_FIFO_Buf(	 
    .clock(clk),
    .reset(rst),
    .data_in(M_SData),
    .enq(M_WE_SBuf),
    .full(NM_SBuf_FULL),
    .data_out(M_SData_out),
    .valid_out(M_SData_out_valid),
    .deq(M_RE_SBuf)
);
basic_fifo #((2<<2)+3+5+48+32,2) MNI_r_FIFO_Buf( 	 
    .clock(clk),
    .reset(rst),
    .data_in(M_RData_in),
    .enq(M_WE_RBuf),
    .full(M_RBuf_FULL),
    .data_out(M_RData),
    .valid_out(M_RData_valid),
    .deq(M_RE_RBuf)
);
basic_fifo #((2<<2)+3+5+48+32,2) SNI_s_FIFO_Buf(	 
    .clock(clk),
    .reset(rst),
    .data_in(S_SData),
    .enq(S_WE_SBuf),
    .full(NS_SBuf_FULL),
    .data_out(S_SData_out),
    .valid_out(S_SData_out_valid),
    .deq(S_RE_SBuf)
);
basic_fifo #((2<<2)+3+5+48+32,2) SNI_r_FIFO_Buf( 	 
    .clock(clk),
    .reset(rst),
    .data_in(S_RData_in),
    .enq(S_WE_RBuf),
    .full(S_RBuf_FULL),
    .data_out(S_RData),
    .valid_out(S_RData_valid),
    .deq(S_RE_RBuf)
);
basic_fifo #((2<<2)+3+5+48+32,4) s_FIFO_Buf(	 
    .clock(clk),
    .reset(rst),
    .data_in(SData_REG),
    .enq(WE_SBuf),
    .full(N_SBuf_FULL),
    .data_out(temp_data_out),
    .valid_out(temp_data_out_valid),
    .deq(BPo)
);
basic_fifo #((2<<2)+3+5+48+32,4) r_FIFO_Buf( 	 
    .clock(clk),
    .reset(rst),
    .data_in(data_in),
    .enq(data_in_valid),
    .full(NBP),
    .data_out(RData),
    .valid_out(RData_valid),
    .deq(RE_RBuf)
);
always@(temp_data_out or temp_data_out_valid or BPo)
begin
	if(BPo==1'b1)
	begin
		data_out = temp_data_out;
		data_out_valid = temp_data_out_valid;
	end	
end
parameter	[3:0]
	S_CHECK_MNI = 0,
	S_MNI		= 1,
	S_CHECK_SNI	= 2,
	S_SNI		= 3;
reg		[3:0] S_CurState,S_NextState;
initial
begin
	S_CurState = S_CHECK_MNI;
	S_NextState = S_CHECK_MNI;
end
always@(*)
begin
	next_WE_SBuf	<= WE_SBuf;
	next_M_RE_SBuf  <= M_RE_SBuf;
	next_S_RE_SBuf  <= S_RE_SBuf;
	S_NextState     <= S_CurState;
	next_SData_REG 	<= SData_REG;
	case(S_CurState)
	S_CHECK_MNI:	 
	begin
		next_WE_SBuf<= 1'b0;
		next_M_RE_SBuf <= 1'b0;
		next_S_RE_SBuf <= 1'b0;
		if(M_SData_out_valid==1'b1)
		begin
			S_NextState <= S_MNI;
			next_SData_REG <= M_SData_out;
		end
		else
		begin
			S_NextState <= S_CHECK_SNI;
		end
	end
	S_MNI:		 
	begin
		if(N_SBuf_FULL == 1'b0)	 
		begin
			next_WE_SBuf<= 1'b1;
			S_NextState	<=S_CHECK_SNI;
			next_M_RE_SBuf <= 1'b1;
		end
	end
	S_CHECK_SNI: 	 
	begin
		next_WE_SBuf<= 1'b0;
		next_M_RE_SBuf <= 1'b0;
		next_S_RE_SBuf <= 1'b0;
		if(S_SData_out_valid==1'b1)
		begin
			S_NextState <= S_SNI;
			next_SData_REG <= S_SData_out;
		end
		else
		begin
			S_NextState <= S_CHECK_MNI;
		end		
	end
	S_SNI:		 
	begin	
		if(N_SBuf_FULL == 1'b0)	 
		begin
			next_WE_SBuf<= 1'b1;
			S_NextState	<=S_CHECK_MNI;
			next_S_RE_SBuf <= 1'b1;
		end
	end	
	endcase
end	
always@(posedge clk)
begin
	WE_SBuf		<= next_WE_SBuf;
	M_RE_SBuf  	<= next_M_RE_SBuf;
	S_RE_SBuf  	<= next_S_RE_SBuf;
	S_CurState  <= S_NextState;
	SData_REG 	<= next_SData_REG;	
end
parameter	[3:0]
	R_IDLE 	= 0,
	R_MNI	= 1,
	R_SNI	= 2;
reg		[3:0] R_CurState,R_NextState;
initial
begin
	R_CurState = R_IDLE;
	R_NextState = R_IDLE;
end
always@(*)
begin
	next_RE_RBuf	<= RE_RBuf;
	next_M_RData_in <= M_RData_in;
	next_M_WE_RBuf  <= M_WE_RBuf;
	next_S_RData_in <= S_RData_in;
	next_S_WE_RBuf  <= S_WE_RBuf;
	R_NextState		<= R_CurState;
	case(R_CurState)
	R_IDLE:
	begin
		next_M_WE_RBuf <= 1'b0;
		next_S_WE_RBuf <= 1'b0;
		if(RData_valid == 1'b1)
		begin
			if(RData[(2<<2)+3-1:(2<<2)] == 3'b010 || 
				RData[(2<<2)+3-1:(2<<2)] == 3'b101)
			begin
				R_NextState <= R_MNI;
				next_M_RData_in <= RData;
			end
			else if(RData[(2<<2)+3-1:(2<<2)] == 3'b001 || 
					RData[(2<<2)+3-1:(2<<2)] == 3'b011)
			begin
				R_NextState <= R_SNI;
				next_S_RData_in <= RData;
			end
			next_RE_RBuf <= 1'b1;
		end
	end
	R_MNI:
	begin
		next_RE_RBuf <= 1'b0;
		if(M_RBuf_FULL==1'b0)
		begin
			next_M_WE_RBuf	<=1'b1;
			R_NextState 	<= R_IDLE;
		end
	end
	R_SNI:
	begin
		next_RE_RBuf <= 1'b0;
		if(S_RBuf_FULL==1'b0)
		begin
			next_S_WE_RBuf	<=1'b1;
			R_NextState 	<= R_IDLE;
		end
	end		
	endcase
end
always@(posedge clk)
begin
	RE_RBuf		<= next_RE_RBuf;
	M_RData_in 	<= next_M_RData_in;
	M_WE_RBuf  	<= next_M_WE_RBuf;
	S_RData_in 	<= next_S_RData_in;
	S_WE_RBuf  	<= next_S_WE_RBuf;
	R_CurState	<= R_NextState;
end
endmodule
module basic_fifo(
    clock,
    reset,
    data_in,
    enq,
    full,
    data_out,
    valid_out,
    deq
);
parameter fifo_width = 32;
parameter num_bit_depth = 4;  
input clock, reset;
input [fifo_width-1:0] data_in;
input enq;
output full;
reg full;
output [fifo_width-1:0] data_out;
reg [fifo_width-1:0] data_out;
output valid_out;
reg valid_out;
input deq;
reg [fifo_width-1:0] fifo_data [0:(1<<num_bit_depth)-1];
reg [num_bit_depth:0] fifo_head, fifo_tail;
reg [num_bit_depth:0] next_tail;
wire next_full = fifo_head[num_bit_depth-1:0] == next_tail[num_bit_depth-1:0] &&
    fifo_head[num_bit_depth] != next_tail[num_bit_depth];
wire is_full = fifo_head[num_bit_depth-1:0] == fifo_tail[num_bit_depth-1:0] &&
    fifo_head[num_bit_depth] != fifo_tail[num_bit_depth];
initial 
begin
	fifo_tail = 0;
	next_tail = 1;
end	
always @(posedge clock) begin
    if (reset) begin
        fifo_tail <= 0;
        next_tail <= 1;
        full <= 0;
    end else begin
        if (!full && enq) begin
            fifo_data[fifo_tail[num_bit_depth-1:0]] <= data_in;
            next_tail <= next_tail + 1;
            fifo_tail <= next_tail;
            full <= next_full;
        end else begin
            full <= is_full;
        end
    end
end
wire is_empty = fifo_head == fifo_tail;
always @(posedge clock) begin
    if (reset) begin
        valid_out <= 0;
        data_out <= 0;
        fifo_head <= 0;
    end else begin
        if (!valid_out || deq) begin
            data_out <= fifo_data[fifo_head[num_bit_depth-1:0]];
        end
        if (!is_empty) begin
            if (!valid_out || deq) begin
                fifo_head <= fifo_head + 1;
            end
            valid_out <= 1;
        end else begin
            if (deq) valid_out <= 0;
        end
    end
end
endmodule
</file>
==> results.toml <==
# yosys + openroad results
[setup_path]
ff2ff_setup_slack_ns = 81.42
cp_cell_sequence = "clkdlybuf4s50_1 > nand2_1 > nor3_1 > nand2b_1 > nor2_4 > buf_4 > buf_4 > buf_4"
critPathCaptureType = "flop"
startpoint_type = "input pin"
arrival_ns = 21.03
cp_slowest_cell = "buf_4"
required_ns = 87.07
r2r_end = "r_FIFO_Buf.data_out[61]$_SDFFE_PP0P_"
path_class = "input pin to flop"
path_common_cell = "buf_4"
cp_max_fo = 39
timing.rr.start = "r_FIFO_Buf.fifo_head[0]$_SDFFE_PP0P_"
critical-path-max-stage-delay_ns = 0.68
reg2regPathDepth = 8

[placed_design]
io_buffers = 589
place.gp.congestion = 0.8806
numPlacedInstances = 18040
placed_area_sq_mm = 0.2210
hpwl_um = 334500
dp_slack_ns = 65.06

[global_routing]
grt_max_degree = 122
grt_pass1_wl_um = 768000
grt_overflow = 0
grt_pass1_vias = 110800
grt_use_total_pct = 22.40
antenna_found_initial = 122

[final_timing]
fin_ws_ns = 66.04
clock.fmax_ghz = 0.04913
slew_headroom_pct = 18.34
hold_violations = 0
rsz0062_at_grt = "false"
period_used_pct = 23.56
timing.final.crit_period_ns = 20.36
setup_viol = 0
tns_ns = 0
skew_ns = 0.08193
drv_slew = 0
unclocked_regs = 97
untimed_endpoints = 194
tightest_slew_ns = 1.194

[layout]
nFillCells = 41220
fin_cells = 19150
fin_area_sq_mm = 0.2396
areaGrowthSynthToFinish_pct = 15.94
drive_above_1_share_pct = 17.13

[min_path]
min_from = "S_RData_in[83]$_DFFE_PP_"
hold_path_depth = 0
worstHoldPathType = "flop to flop"
holdPathEnd = "SNI_r_FIFO_Buf.fifo_data[2][83]$_DFFE_PP_"

[yosys]
synth-main-ff-cell = "edfxtp_1"
synth.largest_area_cell = "edfxtp_1"
synthesis.area_sq_mm = 0.2067
ys_warn_count = 3
common_cells = "edfxtp_1, nand2_1, mux4_2"
ys_ff = 5657
yosys_area_sq_mm = 0.2067
synth_top_area_share_pct = 71.28
synthArstFlopShare_pct = 0
ys_cells = 10910
synthCells = 10910
ys_top_cells_by_area = "edfxtp_1, mux4_2, dfxtp_1"
synthMostInstantiatedCell = "edfxtp_1"
syn_area_per_cell_sq_um = 18.94
enable_flop_cells = 4906
synth.distinct_cells = 54

[run]
warning_count = 32
cap_violations = 0

[floorplanning]
fp-utilization_pct = 40.23
die-width_um = 720.8
pin_count = 590
rows = 263
die_area_sq_mm = 0.5195
die_h_um = 720.8
core_sq_mm = 0.5137

[power_and_ir_drop]
power.internal_mw = 5.179
pwr-share-seq_pct = 49.1
irDropWorstVdd_mv = 0.02209
combPwrFrac_pct = 17.5
p_sw_mw = 2.032
sw_frac_of_total_pct = 28.18
power_density_mw_per_mm2 = 30.10
pwr-share-clk_pct = 33.4
leakagePower_nw = 75.93

[clocking]
post_cts_buffers = 0
clk_latency_ns = 1.05
cts_hold_buf = 0
path_clk_slew_ns = 0.06
cts_root_buffer = "clkbuf_16"
cts_buffer_depth = 4
htree_levels = 6
numCtsBuffers = 572
cts_tree = "done"
cts_resized = 0

[detailed_routing]
wl_per_cell_um = 27.94
totalWireLength_um = 534900
drt-vias-per-instance = 5.411
drc = 0
first_iter_violations = 6232
first_pass_iters = 5
via_count = 103600
ant_nets = 0

[status]
outcome = "finished clean"
## through the flow
stage,util (%),power (mW),hold WS [ns]
after floorplan,-,4.218,0.4174
after global placement,43.03,4.853,0.4348
final,46.65,7.211,0.4447
after CTS,46.62,7.276,0.4406
after detailed placement,43.03,4.874,0.4421
after global routing,46.64,7.499,0.4505
## flip-flops by register name (all words and copies together) (netlist names), 384 cells and up
name / flops
SNI_r_FIFO_Buf.fifo_data: 384
SNI_s_FIFO_Buf.fifo_data: 384
MNI_s_FIFO_Buf.fifo_data: 384
s_FIFO_Buf.fifo_data: 1536
MNI_r_FIFO_Buf.fifo_data: 384
r_FIFO_Buf.fifo_data: 1536
## layer usage
layer  GRT usage, %  share of wire (%)  vias up
li1               -                  -    45340
met1          26.21                 33    51720
met2          32.86                 47     5551
met3          16.85                 17      946
met4          7.047                3.8       60
met5         0.4808               0.13        -
## worst max-delay path, delay by kind of cell
family / cells / cell delay (ns)
buffers and inverters: 4 / 2.37
AND/OR/NAND/NOR: 4 / 1.25
## layout by cell type, fill, tap and decap left out, drive strengths merged, types with 9 or more instances in the layout
cell / n
nand2: 865
a31oi: 9
clkbuf: 789
nor2: 460
a21oi: 427
buf: 320
xnor2: 26
a211oi: 380
bufinv: 37
diode: 48
mux4: 764
ha: 15
dfxtp: 654
nor2b: 219
edfxtp: 4906
o221ai: 190
a2111oi: 192
mux2: 100
nand2b: 21
nor3: 206
xor2: 34
inv: 42
nand3: 15
dlxtp: 97
clkdlybuf4s50: 587
clkinv: 191
mux2i: 589
## area by class of cell
| cell class | instances | area (sq um) | area share (%) |
|---|---|---|---|
| inverters | 10 | 37.54 | 0.01567 |
| repair buffers | 910 | 8476 | 3.537 |
| multi-input cells | 4579 | 41980 | 17.52 |
| clock buffers | 786 | 15910 | 6.641 |
| diodes | 48 | 120.1 | 0.05013 |
| flip-flops and latches | 5657 | 161900 | 67.58 |
| well taps | 6890 | 8621 | 3.598 |
| clock inverters | 267 | 2527 | 1.055 |
## worst max path at each step
stage / start / end / slack [ns] / depth (start not counted)
CTS: data_in_valid / r_FIFO_Buf.fifo_data[8][94]$_DFFE_PP_ / 66.16 / 8
finish: data_in_valid / r_FIFO_Buf.fifo_data[8][94]$_DFFE_PP_ / 66.04 / 8
global route: data_in_valid / r_FIFO_Buf.fifo_data[8][94]$_DFFE_PP_ / 65.96 / 8
## power groups by stage
stage         logic [mW]  registers [mW]  clock network (mW)
finish              1.26            3.54                2.41
global route        1.37            3.58                2.55
CTS                 1.29            3.54                2.45
## cells by family (layout without fill, tap and decap cells)
kind of cell / count (synthesis) / in the layout / synth area share [%]
compound gates: 1229 / 1229 / 4.203
xor+xnor: 60 / 60 / 0.2543
fa+ha+maj: 15 / 15 / 0.09081
buf+inv: 674 / 1973 / 1.609
flops: 5560 / 5560 / 77.62
latches: 97 / 97 / 0.7065
mux: 1453 / 1453 / 11.72
other cells: 0 / 48 / 0
simple gates: 1822 / 1822 / 3.795
Power is estimated from default activity; no workload was simulated.
