`design/flow/design.v`:
```
`timescale 1ns/1ps
module cruise_control(
	input throttle,
	input set,
	input accel,
	input coast,
	input cancel,
	input resume,
	input brake,
	input clock,
	input reset,
	output reg [31:0] speed,
	output reg [31:0] cruise_speed,
	output reg cruise_status
);
reg[3:0] current_state;         
reg[3:0] next_state;         
reg resume_flag;
always@(posedge clock)
begin
    if(reset==1'b1)
        current_state<=4'b1000;
    else
        current_state<=next_state;
end
always@(current_state,set,brake,throttle,cancel,resume,reset)
begin
    case(current_state)
    	4'b1000:
    	begin
        	if(reset==1'b0)
            		next_state<=4'b0001;  
        	else
            		next_state<=4'b1000;  
    	end
    	4'b0001:
    	begin
    		if((set==1'b1&&speed>=32'd45)||(resume==1'b1&&speed>=32'd0))
    		begin
        		next_state<=4'b0010; 
        		cruise_speed<=(resume==1)?cruise_speed:speed;  
        		resume_flag<=(resume==1)?1'b1:1'b0; 
    		end
    		else if(brake==1'b1) 
    	   		next_state<=4'b0100;
    		else
        		next_state<=4'b0001; 
	end
	4'b0100:
	begin
    		if(throttle==1'b1)
        	next_state<=4'b0001;
   		else if ((set==1'b1&&speed>32'd45)||(resume==1'b1&&speed>32'd0))
    		begin
        		next_state<=4'b0010; 
        		cruise_speed<=(resume==1)?cruise_speed:speed;
        		resume_flag<=(resume==1)?1'b1:1'b0;
    		end
    		else
        		next_state<=4'b0100;
	end
	4'b0010:
	begin
   	 	if(cancel==1'b1)
    		begin
        		next_state<=4'b0001; 
        		resume_flag<=1'b0;
    		end
    		else if(brake==1'b1)
    		begin
        		next_state<=4'b0100;
        		resume_flag<=1'b0;
    		end
    		else
       			next_state<=4'b0010;
	end
	endcase
end
always@(posedge clock)
begin
    case(current_state)
	4'b1000:
	begin
	    speed<=0;
	    cruise_speed<=0;
	    resume_flag<=1'b0;
	end
	4'b0001:
	 begin
		 if(throttle==1'b1)
		 begin
		        speed<=speed+32'd1;
 		 end
		 else if(throttle==1'b0&&speed>32'd0)
		        speed<=speed-32'd1;
	 end
	4'b0010:
	begin
		if(throttle==1)
		        speed<=speed+32'd1;
		else if(throttle==0)
		begin
		        if(resume_flag==1'b0)
		                speed<=(speed>cruise_speed)?(speed-1):cruise_speed;
		        else
		                speed<=(speed<cruise_speed)?(speed+1):cruise_speed;
		end
        		cruise_speed<=cruise_speed+32'd1;
		        cruise_speed<=cruise_speed-32'd1;
	end
	4'b0100:
	begin
		speed<=speed-32'd2;
	end
	endcase
end
always@(next_state)
begin
	    if(next_state==4'b0010)
		        cruise_status=1'b1;
	    else
		        cruise_status=1'b0;
end
endmodule
```
`design/flow/run.sh`:
```
#!/bin/bash
# OpenROAD 26Q1-2900-gdf79404cd8, Yosys 0.63+post, stock flow scripts
make -C /OpenROAD-flow-scripts/flow DESIGN_CONFIG=/design/flow/config.mk WORK_HOME=/design/flow/orfs finish
```
`design/flow/config.mk`:
```
export PLATFORM = sky130hd
export DESIGN_NAME = cruise_control
export DESIGN_NICKNAME = cruise_control
export VERILOG_FILES = /design/flow/design.v
export SDC_FILE = /design/flow/constraint.sdc
export NUM_CORES = 4
export LEC_CHECK = 1
export CORE_UTILIZATION = 50
```
`design/flow/constraint.sdc`:
```
current_design cruise_control

set clk_period 6.1
set clk_io_pct 0.2

create_clock -name clk0 -period $clk_period [get_ports {clock}]

set non_clock_inputs [all_inputs -no_clocks]
set_input_delay [expr $clk_period * $clk_io_pct] -clock clk0 $non_clock_inputs
set_output_delay [expr $clk_period * $clk_io_pct] -clock clk0 [all_outputs]
```
==> flow_summary.yaml <==
# generated from flow reports
synth:
  async_reset_ff_share_pct: 0
  yosysTopAreaCell: "edfxtp_1"
  ys_chip_area_um2: 7100
  yosysCellCount: 845
  ys_types: 66
  flop_cell: "edfxtp_1"
  top_cells_by_count: "nor2_1 (93), nand2_1 (73), edfxtp_1 (64), xnor2_1 (47)"
  ys_ff: 104
  synth-warning-count: 1
  top_cell_area_share_pct: 27.1
  topCellsByArea: "edfxtp_1 (27%), dlxtn_1 (7.6%), ha_1 (7.1%), xnor2_1 (5.8%), nor2_1 (4.9%)"
  synth-edff-count: 64
  top_cell: "nor2_1"
status:
  run_status: "did not finish"
  failing_step: "1_2_yosys"
  error: "ERROR: Found 32 problems in 'check -assert'."
-- cells by family after synthesis --
family / count (synthesis) / share of synthesized area [%]
AND-OR/OR-AND: 168 / 15.7
XOR/XNOR: 83 / 10.2
adder cells (fa/ha/maj): 40 / 7.05
buffers and inverters: 89 / 4.80
flip-flops: 68 / 28.2
latches: 36 / 7.62
AND/OR/NAND/NOR: 361 / 26.4
